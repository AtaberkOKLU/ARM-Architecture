$ cat flow/design.v
module BarrelShifter #(
	parameter WIDTH = 32
) (
	input wire [4:0] 				ShiftSize,
	input wire [WIDTH-1:0]		Number,
	output wire [WIDTH-1:0] 	Out
);
	wire [2*WIDTH-1:0] NumberDouble;
	assign NumberDouble = {Number, Number};
	assign Out = NumberDouble[ShiftSize+WIDTH-1-:WIDTH];
endmodule 
$ cat flow/run.sh
#!/bin/bash
# OpenROAD 26Q1-2900-gdf79404cd8, Yosys 0.63+post, stock flow scripts
make -C /OpenROAD-flow-scripts/flow DESIGN_CONFIG=/design/flow/config.mk WORK_HOME=/design/flow/orfs finish
$ cat flow/config.mk
export PLATFORM = sky130hd
export DESIGN_NAME = BarrelShifter
export DESIGN_NICKNAME = BarrelShifter
export VERILOG_FILES = /design/flow/design.v
export SDC_FILE = /design/flow/constraint.sdc
export NUM_CORES = 4
export LEC_CHECK = 1
export CORE_UTILIZATION = 50
$ cat flow/constraint.sdc
current_design BarrelShifter

set clk_period 2.5
set clk_io_pct 0.2

create_clock -name clk0 -period $clk_period

set non_clock_inputs [all_inputs -no_clocks]
set_input_delay [expr $clk_period * $clk_io_pct] -clock clk0 $non_clock_inputs
set_output_delay [expr $clk_period * $clk_io_pct] -clock clk0 [all_outputs]
==> results.json <==
{
  "place_congestion": 1.04,
  "dp_hpwl_mm": 8.84,
  "num_rows": 27,
  "crit_endpoint": "Out[9]",
  "die_x_um": 77.3,
  "syn-cell-area_mm2": 0.00283,
  "ioPinCount": 69,
  "io_buffers": 69,
  "dpl.cell_count": 579,
  "ys_types": 70,
  "avgSynthCellArea_um2": 7.67,
  "grt_max_degree": 35,
  "placed_cell_area_mm2": 0.00433,
  "yosys-stat-cells": 369,
  "worst_endpoint_kind": "top-level output",
  "fp_util_pct": 51.7,
  "outcome": "stopped before the end",
  "stop_stage": "5_1_grt",
  "ys_chip_area_mm2": 0.00283,
  "syn_inst": 369,
  "tool.error": "[ERROR DPL-0036] Detailed placement failed.",
  "die.size.y_um": 77.3,
  "ys_seq_share_pct": 0,
  "synth_warnings": 0
}
[metrics by stage]
step                setup TNS [ns]  setup slack, ns  hold WS [ns]  power (mW)
floorplan                   -29.42            -1.01          1.17       0.819
global placement            -46.42            -1.52          2.15        1.53
detailed placement          -46.94            -1.53          2.17        1.55
CTS                         -23.88           -0.848          1.97        1.79
[synthesized netlist by cell type (all sizes together), types with 3 or more instances]
master	n	area share, %
nand2	28	3.8
a22oi	7	2.0
inv	6	0.80
or2	4	0.88
a21boi	3	0.80
o211ai	9	2.6
nand2b	6	1.3
a21oi	31	5.7
clkbuf	13	1.7
mux2	7	2.8
mux2i	23	8.1
a211oi	7	2.3
xnor2	4	1.5
o21ai	30	5.4
mux4	31	25
or3	5	1.1
buf	26	5.9
xor2	3	0.93
nand4	3	0.66
o22ai	13	2.9
nor3	15	2.8
nand3	5	0.88
nor2	51	6.8
[timing repair]
| action | 4_1_cts |
|---|---|
| hold buffers | 0 |
| resized | 209 |
| gates cloned | 3 |
| buffers inserted | 60 |
| pin swaps | 75 |
| endpoints found under the setup margin | 32 |
[logic make-up after synthesis]
group	synth area share, %
AND/OR/NAND/NOR	22.5
AND-OR/OR-AND	30.2
multiplexers	35.6
buffers and inverters	8.40
XOR/XNOR	2.43
adder cells (fa/ha/maj)	0.884
Power is estimated from default activity; no workload was simulated.
