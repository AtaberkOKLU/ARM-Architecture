--- flow/run.sh ---
#!/bin/bash
# OpenROAD 26Q1-2900-gdf79404cd8, Yosys 0.63+post, stock flow scripts
make -C /OpenROAD-flow-scripts/flow DESIGN_CONFIG=/design/flow/config.mk WORK_HOME=/design/flow/orfs finish
--- flow/config.mk ---
export PLATFORM = sky130hd
export DESIGN_NAME = SingleCycleController
export DESIGN_NICKNAME = SingleCycleController
export VERILOG_FILES = /design/flow/design.v
export SDC_FILE = /design/flow/constraint.sdc
export NUM_CORES = 4
export LEC_CHECK = 1
export CORE_AREA = 10 10 70 70
export DIE_AREA = 0 0 80 80
--- flow/constraint.sdc ---
current_design SingleCycleController

set clk_period 2.6
set clk_io_pct 0.2

create_clock -name clk0 -period $clk_period [get_ports {CLK}]

set non_clock_inputs [all_inputs -no_clocks]
set_input_delay [expr $clk_period * $clk_io_pct] -clock clk0 $non_clock_inputs
set_output_delay [expr $clk_period * $clk_io_pct] -clock clk0 [all_outputs]
--- flow/design.v ---
module SingleCycleController (
	input 	wire [3:0] 	Rd,
	input 	wire [1:0] 	Op,
	input 	wire [5:0] 	Func,
	input 	wire [3:0]	Cond,
	input 	wire [3:0]	ALUFlags,
	input 	wire 			CLK,
	output 	wire 			PCSrc,
	output 	wire 			RegWrite,
	output 	wire 			MemWrite,
	output 	wire 			Mem2Reg,
	output 	wire 			ALUSrc,
	output 	wire [1:0]	ImmSrc,
	output 	wire [1:0]	RegSrc,
	output 	wire [1:0]	ALUControl,
	output 	wire 			MemSrc
);
reg [3:0] Status;  
wire [1:0] FlagWrite;
reg CondEx;
wire [1:0] FlagW;
wire RegW, MemW, PCS;
wire N, Z, C, V, NoWrite;
assign {N, Z, C, V} = Status;
assign FlagWrite[1] = FlagW[1] & CondEx;
assign FlagWrite[0] = FlagW[0] & CondEx;
assign RegWrite = RegW & CondEx & (!NoWrite);
assign MemWrite = MemW & CondEx;
assign PCSrc = PCS & CondEx;
SingleCycleDecoder SingleCycleDecoder_inst0(
	.Rd(Rd),
	.Op(Op),
	.Func(Func),
	.RegSrc(RegSrc),
	.PCS(PCS),
	.RegW(RegW),
	.MemW(MemW),
	.FlagW(FlagW),
	.ALUSrc(ALUSrc),
	.ImmSrc(ImmSrc),
	.Mem2Reg(Mem2Reg),
	.ALUControl(ALUControl),
	.MemSrc(MemSrc),
	.NoWrite(NoWrite)
);
always @(posedge(CLK))
	begin
		if (FlagWrite[1])
			Status[3:2] <= ALUFlags[3:2];
		if (FlagWrite[0])
			Status[1:0] <= ALUFlags[1:0];
	end
always @(Cond, N, Z, C, V)
	case(Cond)
		4'b0000:
			CondEx = Z;
		4'b0001:
			CondEx = !Z;
		4'b0010:
			CondEx = C;
		4'b0011:
			CondEx = !C;
		4'b0100:
			CondEx = N;
		4'b0101:
			CondEx = !N;
		4'b0110:
			CondEx = V;
		4'b0111:
			CondEx = !V;
		4'b1000:
			CondEx = !Z & C;
		4'b1001:
			CondEx = Z | !C;
		4'b1010:
			CondEx = !(N^V);
		4'b1011:
			CondEx = N^V;
		4'b1100:
			CondEx = !Z & !(N^V);
		4'b1101:
			CondEx = Z | (N^V);
		4'b1110:
			CondEx = 1;
		4'b1111:
			CondEx = 0;
	endcase
endmodule 
module SingleCycleDecoder (
	input 	wire [3:0] 	Rd,
	input 	wire [1:0] 	Op,
	input 	wire [5:0] 	Func,
	output 	wire 			NoWrite,
	output 	reg  			PCS,
	output 	reg  			RegW,
	output 	reg  			MemW,
	output 	reg  			Mem2Reg,
	output 	reg 			MemSrc,
	output 	reg  			ALUSrc,
	output 	reg  [1:0]	ImmSrc,
	output 	reg  [1:0]	RegSrc,
	output 	reg  [1:0]	ALUControl,
	output 	reg  [1:0]	FlagW
);
	assign NoWrite = (Op == 2'b00) & (Func[4:1] == 4'b1010);
	always @*
	case(Op)
		2'b00:	 
			begin
				PCS			= (Rd == 4'b1111);
				RegW			= 1;
				MemW			= 0;
				Mem2Reg		= 0;
				ALUSrc		= Func[5];
				ImmSrc		= 0;
				RegSrc		= 0;
				case(Func[4:1])
					4'b0100:  
						begin
							ALUControl = 2'b00;
							MemSrc 	  = 0;
							FlagW		  = (Func[0]) ? 2'b11 : 2'b00;
						end
					4'b0010:  
						begin
							ALUControl = 2'b01;
							MemSrc 	  = 0;
							FlagW		  = (Func[0]) ? 2'b11 : 2'b00;
						end
					4'b0000:  
						begin
							ALUControl = 2'b10;
							MemSrc 	  = 0;
							FlagW		  = (Func[0]) ? 2'b10 : 2'b00;
						end
					4'b1100:  
						begin
							ALUControl = 2'b11;
							MemSrc 	  = 0;
							FlagW		  = (Func[0]) ? 2'b10 : 2'b00;
						end
					4'b1010:  
						begin
							ALUControl = 2'b01;
							MemSrc 	  = 0;
							FlagW		  = 2'b00;
						end
					4'b1101:  
						begin
							ALUControl = 2'b11;
							MemSrc 	  = 1;
							FlagW		  = (Func[0]) ? 2'b10 : 2'b00;
						end
					default: 
						begin
							ALUControl = 2'b01;
							MemSrc 	  = 0;
							FlagW		  = 2'b00;
						end
				endcase
			end
		2'b01:	 
			begin
				RegW			= (Func[0]) ? 1'b1 : 1'b0;
				PCS			= (!Func[0]) & (Rd == 4'b1111);
				MemW			= (Func[0]) ? 1'b0 : 1'b1;
				Mem2Reg		= 1;
				ALUSrc		= 1;
				MemSrc 	   = 0;
				ImmSrc		= 2'b01;
				RegSrc		= 2'b10;
				ALUControl 	= 2'b01;
				FlagW		  	= 2'b00;	
			end
		2'b10: 	 
			begin
				PCS			= 1;
				RegW			= 0;
				MemW			= 0;
				Mem2Reg		= 0;
				MemSrc 	   = 0;
				ALUSrc		= 1;
				ImmSrc		= 2'b10;
				RegSrc		= 2'b11;
				ALUControl 	= 2'b01;
				FlagW		  	= 2'b00;	
			end
		2'b11:
			begin
				PCS			= 0;
				RegW			= 0;
				MemW			= 0;
				MemSrc 	   = 0;
				Mem2Reg		= 0;
				ALUSrc		= 1;
				ImmSrc		= 2'b00;
				RegSrc		= 2'b00;
				ALUControl 	= 2'b00;
				FlagW		  	= 2'b00;	
			end
	endcase
endmodule 
==> GITHUB_STEP_SUMMARY <==
### Yosys + OpenROAD results

| Metric | Value |
|---|---|
| Cell leakage power | approximately 0.43 nW |
| Die X | about 80 um |
| Ys Warns | 2 |
| Setup crit start kind | input port |
| Top-level I/O count | 33 |
| Critical Path Stages | 8 |
| Internal power | between 150 and 200 uW |
| Clock Sinks | 4 |
| Avg WL per Cell | ~11 um |
| Pwr/cell area | roughly 250 mW/mm^2 |
| CP Capture Point | MemWrite |
| Worst setup margin | -0.0208 ns |
| Clock share of power | between 20% and 30% |
| Final Cell Area | between 0.001 and 0.0015 sq mm |
| # Cells Yosys | roughly 64 |
| Outcome | finished, violations left |
| Crit path from | Cond[0] |
| CTS max path bufs | 2 |
| Crit-path leading delay family | buffers and inverters |
| Proportion of layout cells with a drive suffix above 1 | approximately 28% |
| Sw Pwr | ~68 uW |
| Number of buffers added on ports | 32 |
| Final ANT Viol Nets | 0 |
| Setup slack, reg-to-reg | approximately 0.65 ns |
| Max-cap violations | 0 |
| Top reg by flops | Status |
| Worst R2R End | Status[2] |
| Post-Place Setup Slack | -0.513 ns |
| CP Capture Type | output port |
| EDFF count, synth | 4 |
| Final Routed Wirelength | 1670 um |
| CTS tree | built |
| Distinct cells, synth | 29 |
| Mean Syn Cell Area | about 8.7 sq um |
| Commonest cells in the netlist | inv_1, nand2_1, nor2_1, nor3_1 |
| CTS Hold Bufs | 0 |
| RSZ-0062 raised after global routing | true |
| Core Util at FP | 16.3% |
| Cell count after synthesis | 64 |
| Switching Share | about 25% |
| Largest regs | Status x4 |
| Fin crit period | between 2 and 3 ns |
| Reg2Reg Depth | 6 |
| Worst EP arrival | 2.10 ns |
| Vias/cell | 3.85 |
| Layout area overhead | 91.7% |
| Synth Register Bits | 4 |
| TritonCTS Buffers | 3 |
| Fillers | approximately 370 |
| Crit path max fanout | 6 |
| Total GRT Usage | 4.93% |
| Max incr delay on CP | a little over 0.3 ns |
| Chip height | approximately 80 um |
| Routability Congestion | ~0.78 |
| Area share, top type | a little over a fifth |
| Synthesized cell area | approximately 560 sq um |
| First-pass GRT wire length | approximately 2600 um |
| Peak Freq | roughly 380 MHz |
| Remaining DRCs | 0 |
| DP Area | around 970 sq um |
| DR vias | 585 |
| Antenna fix cells | 0 |
| Post-synth area hogs | edfxtp_1, ha_1, mux2i_1, xnor2_1, nor3_1 |
| Final Skew | 0.00254 ns |
| Cell taking the most area after synthesis | edfxtp_1 |
| H-tree depth | 1 |
| Vias in the first global route | 570 |
| Final number of max-transition violations | 0 |
| Rows | 21 |
| Failing checks | setup timing |
| Final setup fails | 1 |
| Initial antenna violation count | 0 |
| Setup CP Type | in2out |
| Max IR drop VDD | roughly 150 uV |
| TritonRoute pass-1 iters | 4 |
| CP max stage cell | a221oi_1 |
| Slew of the pin with the lowest slew margin | about 0.34 ns |
| Core Region | between 0.003 and 0.004 sq mm |
| Logic gate share of total power | approximately 45% |
| DPL Wire Length | approximately 1400 um |
| Max reg flops | 4 |
| HP Class | in2reg |
| Log Warnings | 29 |
| Reg power frac | a little over a quarter |
| Asr flop ratio synth | 0% |
| Crit path cell chain | clkdlybuf4s15_2 -> xnor2_1 -> a221oi_1 -> a211o_1 -> a32oi_2 -> buf_4 -> nor4bb_1 -> dlygate4sd2_1 |
| Largest net degree at the start of global routing | 9 |
| Synthesis area per yosys | 556 sq um |
| Total Negative Setup Slacks | -0.0208 ns |
| GRT overflow | 0 |
| R2R Path Start | Status[3] |
| CP Buf/Inv Count | 3 |
| Initial DRC count | 11 |
| Clk slew on worst S/H paths | around 0.04 ns |
| DIE AREA | 0.00640 sq mm |
| Clk ins delay skew pair | about 0.23 ns |
| Dominant Register Cell | edfxtp_1 |
| Seq/Total Area, Yosys | 21.6% |
| Slew headroom | 77.4% |
| Crit path DRT | between 2 and 2.5 ns |
| Final Cycle Share | 101% |
| CTS Root Cell | clkbuf_4 |
| Final Hold Viols | 0 |
-- metrics by stage --
| stage | cells | hold slack [ns] | util [%] | total power [mW] |
|---|---|---|---|---|
| finish | 152 | 0.847 | 31.2 | 0.268 |
| global route | 152 | 0.838 | 31.2 | 0.288 |
| CTS | 151 | 0.836 | 29.5 | 0.266 |
| detailed placement | 148 | 1.08 | 28.5 | 0.186 |
| global placement | 148 | 1.08 | 28.5 | 0.185 |
| floorplan | 64 | 0.619 | - | 0.116 |
-- routing by layer --
metal | GRT usage [%] | share of wire, %
met5 | 0 | 0
met3 | 1.82 | 5.6
met1 | 5.80 | 45
met4 | 0.704 | 0
met2 | 8.51 | 49
-- logic make-up after synthesis --
kind of cell / Yosys count / synth area share (%)
AND/OR/NAND/NOR: 26 / 25.5
multiplexers: 5 / 11.3
buffers and inverters: 10 / 10.1
AND-OR/OR-AND: 10 / 13.3
adder cells (fa/ha/maj): 4 / 9.01
XOR/XNOR: 5 / 9.23
flip-flops: 4 / 21.6
-- power by group through the flow --
| stage | Combinational, mW | Sequential (mW) | Clock (mW) |
|---|---|---|---|
| 6_report | 0.120 | 0.0726 | 0.0753 |
| 5_1_grt | 0.131 | 0.0726 | 0.0846 |
| 4_1_cts | 0.113 | 0.0726 | 0.0802 |
-- cell usage in the layout, fill, tap and decap left out, types with 2 or more instances in the layout --
cell type	synthesis	final
clkdlybuf4s50_1	0	24
ha_4	0	3
a21oi_1	3	2
inv_2	0	2
clkbuf_4	0	3
xnor2_1	4	4
dlygate4sd2_1	0	3
buf_4	3	11
mux2i_1	4	4
nand2_1	6	6
dlymetal6s2s_1	0	3
inv_1	6	4
nor3_1	5	5
edfxtp_1	4	4
nor2_1	5	4
-- cell type report --
class	count	area (sq um)	area share [%]
clock buffers	3	22.5	2.12
inverters	6	22.5	2.12
multi-input cells	50	439	41.2
flip-flops and latches	4	120	11.3
well taps	46	57.6	5.41
repair buffers	43	403	37.8
-- repair_timing --
item,4_1_cts,5_1_grt
setup buffers,0,1
endpoints found under the setup margin,3,5
resized,18,10
pin swaps,2,1
-- worst min-delay path by stage --
| stage | endpoint | slack, ns | cells past startpoint | start |
|---|---|---|---|---|
| 4_1_cts | Status[0] | 0.84 | 1 | ALUFlags[0] |
| 5_1_grt | Status[1] | 0.84 | 1 | ALUFlags[1] |
| 6_report | Status[0] | 0.85 | 1 | ALUFlags[0] |
Power is estimated from default activity; no workload was simulated.
